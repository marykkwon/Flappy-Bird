<file path="flow/design.v">
`timescale 1ns / 1ps
module debounce(
    input btn_i,
    output reg btn_o,
    input clk,
	 input rst
    );
	 reg [16:0] clk_count;
	 wire [17:0] clk_sig;
	 reg clk_en;
	 reg clk_en_d;
	 reg [2:0] btn_hist;
	assign clk_sig = clk_count + 1;
	always @(posedge clk) begin
		if (rst) begin
			clk_count <= 0;
			clk_en_d <= 0;
			clk_en <= 0;
		end else begin
			clk_count <= clk_sig[16:0];
			clk_en <= clk_sig[17];
			clk_en_d <= clk_en;
		end
	end
	always @(posedge clk) begin
		if (rst) begin
			btn_hist <= 0;
		end else if (clk_en) begin
			btn_hist[2:0] <= {btn_i, btn_hist[2:1]};
		end
	end
	wire btn_pos;
	assign btn_pos = ~ btn_hist[0] & btn_hist[1];
	always @(posedge clk) begin
		if (rst) begin
			btn_o <= 0;
		end else if (clk_en_d) begin
			btn_o <= btn_pos;
		end else begin
			btn_o <= 0;
		end
	end
endmodule
</file>
<file path="flow/run.sh">
#!/bin/bash
# OpenROAD 26Q1-2900-gdf79404cd8, Yosys 0.63+post, stock flow scripts
make -C /OpenROAD-flow-scripts/flow DESIGN_CONFIG=/design/flow/config.mk WORK_HOME=/design/flow/orfs finish
</file>
<file path="flow/config.mk">
export PLATFORM = sky130hd
export DESIGN_NAME = debounce
export DESIGN_NICKNAME = debounce
export VERILOG_FILES = /design/flow/design.v
export SDC_FILE = /design/flow/constraint.sdc
export NUM_CORES = 4
export LEC_CHECK = 1
export CORE_AREA = 10 10 98 98
export DIE_AREA = 0 0 108 108
</file>
<file path="flow/constraint.sdc">
current_design debounce

set clk_period 3.1
set clk_io_pct 0.2

create_clock -name clk0 -period $clk_period [get_ports {clk}]

set non_clock_inputs [all_inputs -no_clocks]
set_input_delay [expr $clk_period * $clk_io_pct] -clock clk0 $non_clock_inputs
set_output_delay [expr $clk_period * $clk_io_pct] -clock clk0 [all_outputs]
</file>
==> deck_impl_summary.md <==
Flow Results at a Glance

Drt
  – N_diodes: 0
  – Post-DRT Antenna Nets: 0
  – DRC Markers: 0
  – Final WL: 1530 µm
  – Vias post-DR: between 700 and 800
  – DR WL/cell: 7.35 µm
  – Initial DRC count: 46
  – Drt via density: 3.38
  – DR pass1 iterations: 4

Setup path
  – CP max stage delay: just under 0.9 ns
  – Crit Path Class: in -> reg
  – Worst R2R End: clk_count[15]
  – Worst R2R Path Depth: 3
  – Worst setup EP type: flop
  – Startpoint Class: input pin
  – Crit-path leading delay family: buffers and inverters
  – Crit-path slowest cell: clkdlybuf4s50_1
  – Worst Path Buf+Inv: 1
  – Critical path arrival: 1.92 ns
  – Worst EP required: 3.25 ns
  – CP cell instances: clkdlybuf4s50_1 -> nor2b_1 -> mux2_2
  – R2R setup slack: about 1.4 ns
  – CP max FO: 21
  – R2R Path Start: clk_count[5]

Hold path
  – WHS Endpoint: btn_o
  – HP Class: reg -> reg
  – HP Start: btn_hist[0]
  – Hold Crit Depth: 1

Global routing
  – Number of global-route vias before repair: 585
  – First-pass GRT wire length: 2590 µm
  – Largest net degree at the start of global routing: 22
  – Initial antenna violation count: 0
  – GRT Total Usage: ~2.6%
  – Global route overflow: 0

STA
  – Final period util: 57.1%
  – Final Hold Fails: 0
  – Clk_skew: roughly 0.0027 ns
  – Final Setup Violations: 0
  – Worst slew pin tran: 0.660 ns
  – RSZ-0062 raised after global routing: no
  – Min Tclk post-route: 1.77 ns
  – Hold_ws: 0.436 ns
  – Max-slew violations: 0
  – Fmax achieved: 565 MHz
  – Final setup TNS: 0 ns
  – Slew HR: 55.9%

Die
  – Die area: 11700 µm²
  – Core ar.: 7650 µm²
  – Die height: 108 µm
  – Die width: ~110 µm
  – FP Util: 12.5%
  – I/O pin count: 4
  – # rows: 32

Logic synthesis
  – Seq share, synth: 48.0%
  – YS chip area: 960 µm²
  – Synth Warn #: 1
  – # Cells Yosys: between 100 and 150
  – Post-synth top flop: dfxtp_1
  – Avg Inst Size Synth: 9.41 µm²
  – Mapped Area: 960 µm²
  – Yosys cell types: 24
  – Mapped Cells: 102
  – Flip-flops with a built-in enable: 0
  – Synth flops: 23
  – Share of flip-flops with an asynchronous set or reset: 0%

CTS
  – Root buf cell: clkbuf_8
  – Post-CTS resize count: 0
  – CTS Buf Count: 3
  – CTS tree: built
  – Worst skew pair latency: 0.26 ns
  – Max Root-Sink Buffers: 2
  – Post CTS Setup Buffer Count: 0
  – Sink Count: 23
  – CTS clk-pin slew, worst paths: about 0.08 ns
  – H-tree depth: 1
  – Post-CTS Hold Fix Bufs: 0

Pwr
  – P_leak: about 0.00035 µW
  – Pwr dens: 430 nW/µm²
  – Worst IR Drop VDD: 0.126 mV

Cells and area
  – Commonest Layout Cell: dfxtp_1
  – Area growth syn-to-layout: 20.1%
  – Share of post-route cells with drive strength above 1: 10.4%
  – Most instantiated logic cells after routing: 23 x dfxtp_1, 13 x nor2_1, 7 x a21oi_1

Place
  – Final HPWL DP: 1100 µm
  – Port bufs: 3
  – Gpl congestion: around 0.7

Run
  – Max cap viols: 0
  – OpenROAD warning count: 25

Run status
  – Status: finished, final reports clean
[cell usage after synthesis (2+ instances only)]
master / instances / area share, %
buf_2: 2 / 1.0
or3_1: 2 / 1.3
mux2_2: 5 / 5.9
nor2b_1: 6 / 3.9
nand2_1: 3 / 1.2
mux2i_1: 3 / 3.1
nand4_1: 3 / 2.0
nor2_1: 13 / 5.1
nor4_1: 5 / 3.3
dfxtp_1: 23 / 48
o31ai_1: 4 / 3.1
nand3_1: 6 / 3.1
inv_1: 3 / 1.2
xor2_1: 2 / 1.8
o21ai_0: 3 / 1.6
buf_1: 2 / 0.78
or4_1: 4 / 3.1
a21oi_1: 7 / 3.7
[kinds of logic (layout without fill, tap and decap cells)]
kind of cell / after synthesis / count (layout) / share of synthesized area [%]
fa+ha+maj: 1 / 1 / 1.30
buf+inv: 7 / 11 / 3.00
flops: 23 / 23 / 48.0
compound gates: 14 / 14 / 8.34
xor+xnor: 3 / 3 / 2.74
simple gates: 46 / 46 / 27.6
mux: 8 / 8 / 9.00
[flip-flops by register name, indices dropped and copies added (netlist names)]
register / count
clk_en: 1
btn_hist: 3
btn_o: 1
clk_count: 17
clk_en_d: 1
[per-stage QoR]
stage	util (%)	total power, µW	cell area, µm²	worst slack (ns)	cells
floorplan	-	319	960	1.56	102
global placement	14.5	325	1110	1.05	204
detailed placement	14.5	325	1110	1.04	204
CTS	15.1	507	1150	1.32	208
global route	15.1	520	1150	1.19	208
finish	15.1	495	1150	1.33	208
[area by class of cell]
class,count,area (µm²)
flip-flops and latches,23,460
fillers,847,6490
clock buffers,4,45.0
multi-input cells,72,470
repair buffers,4,37.5
well taps,102,128
inverters,3,11.3
[layer usage]
layer | vias to the layer above | GRT usage [%] | wire length [µm]
met5 | - | 0 | 0
met4 | 0 | 0.859 | 33
met3 | 2 | 0.964 | 57
met2 | 4 | 3.53 | 678
met1 | 319 | 3.77 | 758
li1 | 378 | - | -
[where the power goes]
group	leakage (µW)	switching, µW	total [µW]	internal [µW]
logic	0.000143	8.14	15.0	6.90
registers	0.000186	3.90	302	299
clock network	0.0000228	86.4	178	91.4
[worst reg2reg max path, stage by stage, from the launching register on]
cell	delay [ns]
dfxtp_1	0.40
nand4_1	0.37
nor4_1	0.51
mux2_2	0.38
[worst max-delay path by stage]
| stage | start | endpoint | slack (ns) | cells past startpoint |
|---|---|---|---|---|
| CTS | rst | clk_count[16] | 1.32 | 3 |
| global route | rst | clk_count[16] | 1.19 | 3 |
| finish | rst | clk_count[16] | 1.33 | 3 |
No activity file was given, so power comes from the tool's default toggle rates.
