==> design.v <==
`timescale 1ns / 1ps
module segdisplay(
	input wire segclk,		 
	input wire clr,			 
	input wire [3:0] digitL,
	input wire [3:0] digitML,
	input wire [3:0] digitMR,
	input wire [3:0] digitR,
	output reg [6:0] seg,	 
	output reg [3:0] an		 
	);
parameter N = 7'b1001010;
parameter E = 7'b0000110;
parameter R = 7'b1001100;
parameter P = 7'b0001100;
parameter left = 2'b00;
parameter midleft = 2'b01;
parameter midright = 2'b10;
parameter right = 2'b11;
reg [1:0] state;
always @(posedge segclk or posedge clr)
begin
	if (clr == 1)
	begin
		seg <= 7'b1111111;
		an <= 7'b1111;
		state <= left;
	end
	else
	begin
		case(state)
			left:
			begin
				case(digitL)
                0: seg <= 'b1000000;
                1: seg <= 'b1111001;
                2: seg <= 'b0100100;
                3: seg <= 'b0110000;
                4: seg <= 'b0011001;
                5: seg <= 'b0010010;
                6: seg <= 'b0000010;
                7: seg <= 'b1111000;
                8: seg <= 'b0000000;
                9: seg <= 'b0010000;
                10: seg <= 'b1111111;
				endcase
				an <= 4'b0111;
				state <= midleft;
			end
			midleft:
			begin
				case(digitML)
                0: seg <= 'b1000000;
                1: seg <= 'b1111001;
                2: seg <= 'b0100100;
                3: seg <= 'b0110000;
                4: seg <= 'b0011001;
                5: seg <= 'b0010010;
                6: seg <= 'b0000010;
                7: seg <= 'b1111000;
                8: seg <= 'b0000000;
                9: seg <= 'b0010000;
                10: seg <= 'b1111111;
				endcase
				an <= 4'b1011;
				state <= midright;
			end
			midright:
			begin
				case(digitMR)
                0: seg <= 'b1000000;
                1: seg <= 'b1111001;
                2: seg <= 'b0100100;
                3: seg <= 'b0110000;
                4: seg <= 'b0011001;
                5: seg <= 'b0010010;
                6: seg <= 'b0000010;
                7: seg <= 'b1111000;
                8: seg <= 'b0000000;
                9: seg <= 'b0010000;
                10: seg <= 'b1111111;
				endcase
				an <= 4'b1101;
				state <= right;
			end
			right:
			begin
				case(digitR)
                0: seg <= 'b1000000;
                1: seg <= 'b1111001;
                2: seg <= 'b0100100;
                3: seg <= 'b0110000;
                4: seg <= 'b0011001;
                5: seg <= 'b0010010;
                6: seg <= 'b0000010;
                7: seg <= 'b1111000;
                8: seg <= 'b0000000;
                9: seg <= 'b0010000;
                10: seg <= 'b1111111;
				endcase
				an <= 4'b1110;
				state <= left;
			end
		endcase
	end
end
endmodule
==> run.sh <==
#!/bin/bash
# OpenROAD 26Q1-2900-gdf79404cd8, Yosys 0.63+post, stock flow scripts
make -C /OpenROAD-flow-scripts/flow DESIGN_CONFIG=/design/flow/config.mk WORK_HOME=/design/flow/orfs finish
==> config.mk <==
export PLATFORM = sky130hd
export DESIGN_NAME = segdisplay
export DESIGN_NICKNAME = segdisplay
export VERILOG_FILES = /design/flow/design.v
export SDC_FILE = /design/flow/constraint.sdc
export NUM_CORES = 4
export LEC_CHECK = 1
export CORE_AREA = 10 10 95 95
export DIE_AREA = 0 0 105 105
==> constraint.sdc <==
current_design segdisplay

set clk_period 3.6
set clk_io_pct 0.2

create_clock -name clk0 -period $clk_period [get_ports {segclk}]

set non_clock_inputs [all_inputs -no_clocks]
set_input_delay [expr $clk_period * $clk_io_pct] -clock clk0 $non_clock_inputs
set_output_delay [expr $clk_period * $clk_io_pct] -clock clk0 [all_outputs]
==> out/metrics.cfg <==
[power_and_ir_drop]
maximum_vdd_drop_mv=0.09423
total_power_uw=382.5
power.leakage_uw=0.0006120
pwr_density_cell_nw_per_um2=226.3

[cts]
ctsLongestPathBuffers=2
cts-htree-levels=1
cts.repair.resized=0
clockRootBuffer=sky130_fd_sc_hd__clkbuf_8
worst_skew_pair_later_pin_latency_ns=0.24
clk_transition_reported_paths_ns=0.06
cts_bufs_inserted=3
post-cts-setup-buffers=0
cts_hold_buf=0
clock_sinks=15
tritoncts_clock_tree=yes

[worst_setup_path]
worst_path_buffer_plus_inverter_count=1
worstPathCellList=clkdlybuf4s50_1 -> a21oi_4 -> o22ai_4 -> nor3_4 -> o2111ai_1 -> o22a_1
timing.rr.start=state[3]
critPathMaxStageDelay_ns=0.61
timing.rr.end=seg[4]
worstSetupStartpointType=input pin
critical_path.top_delay_family=AND-OR/OR-AND gates
worst-r2r-cell-count=6
critical_path.max_fanout=12
worst_setup_path_end_kind=flop
timing.critical_path.slowest_stage_cell=sky130_fd_sc_hd__clkdlybuf4s50_1
cp.required_ns=3.78
worst-endpoint-arrival_ns=2.53
worstSetupPathType=in2reg
rrSetupSlack_ns=1.73

[die]
die-height_microns=105
num_rows=30
die_w_microns=105
core_region_area_sq_um=6907
io-pin-count=29
fp_util_pct=19.04
die_area_sq_um=11030

[synth]
ys_dominant_reg_cell=sky130_fd_sc_hd__dfstp_2
synth_cell_types=43
netlist_top_cells_count=sky130_fd_sc_hd__a21oi_1, sky130_fd_sc_hd__nand2b_1, sky130_fd_sc_hd__nand2_1, sky130_fd_sc_hd__nor2_1, sky130_fd_sc_hd__nor3_1
enable_flop_cells=0
synth.largest_area_cell=sky130_fd_sc_hd__dfstp_2
synth-cells-yosys=171
synth.area.top_cells=sky130_fd_sc_hd__dfstp_2, sky130_fd_sc_hd__a21oi_1, sky130_fd_sc_hd__nand2b_1, sky130_fd_sc_hd__dfrtp_1, sky130_fd_sc_hd__nor3_1
postSynth.asyncResetShare_pct=100.0
synth_dominant_cell_count=sky130_fd_sc_hd__a21oi_1
postSynthRegisterBits=15
post_synth.cell_area_avg_sq_um=7.690
yosysChipArea_sq_um=1315
ys_seq_share_pct=29.69
top_cell_area_share_pct=23.98
synth-warning-count=1
mappedNetlistArea_sq_um=1315
post_synth_inst_count=171

[layout]
instances_no_fill=284
layout-drive-gt1-share_pct=14.36
syn_to_final_growth_pct=28.54

[routing]
route.detailed.wl_per_inst_microns=12.03
drt_pre_antenna_iters=4
num_antenna_cells=0
drc_errors=0
detail_route.iter0.violations=69
routed_wirelength_microns=3417
final_antenna_violating_net_count=0
detailed_route_via_count=1240
avg_vias_per_cell=4.366

[placement]
dp_cells=280
dp_worst_setup_slack_ns=1.013
hpwlAfterDp_microns=2769
portBuffers=28
place.gp.congestion=0.8424

[final_timing]
setup_viol=0
finalClockPeriodUsage_pct=65.26
max_slew_margin_pct=66.14
grt_setup_unrepaired=no
post-route-min-period_ns=2.350
final.setup.tns_ns=0
worst_pin_slew_ns=0.5073
finalMaxSlewViolations=0
post-route-worst-setup-slack_ns=1.251
clock.fmax_ghz=0.4256
finalHoldViolCount=0
skew_ns=0.001195

[hold_path]
worst_hold_path.num_cells=0
hold_path.startpoint=state[0]
worstHoldEndpoint=state[2]
tightest_hold_check_type=reg2reg

[grt]
gr-total-overflow=0
grt_max_degree=16
groute.usage.overall_pct=6.032
grt_pass1_wl_microns=5664
via_count_of_the_first_global_routing_pass=1156
grt.busiest_layer=met2
use_met1_pct=7.869
grt_use_met3_pct=2.174
grt_antenna_before_repair=0
met2_usage_pct=9.342

[job]
openroad.warnings=25
max_cap_viol_count=0

[run_status]
outcome=complete, no violations

metrics by stage:
step           hold slack (ns)  utilization, %  area [sq um]
2_1_floorplan           0.4163               -          1315
3_3_place_gp            0.4255           23.80          1644
3_5_place_dp            0.4222           23.80          1644
4_1_cts                 0.4302           24.47          1690
5_1_grt                 0.4344           24.47          1690
6_report                0.4286           24.47          1690
logic make-up (layout without fill, tap and decap cells):
family | after synthesis | in the layout | synth area share, %
buffers and inverters | 24 | 41 | 7.992
xor gates and xnor gates | 2 | 2 | 1.332
muxes | 2 | 2 | 1.713
AOI/OAI and AO/OA | 52 | 52 | 26.83
and+or+nand+nor | 76 | 76 | 32.45
DFF | 15 | 15 | 29.69
cells in the final DEF (no fill, tap or decap), types with 2 or more instances in the layout:
cell / count
sky130_fd_sc_hd__a21boi_0: 2
sky130_fd_sc_hd__a21o_1: 3
sky130_fd_sc_hd__a21oi_1: 21
sky130_fd_sc_hd__a32oi_1: 2
sky130_fd_sc_hd__clkbuf_8: 3
sky130_fd_sc_hd__clkdlybuf4s50_1: 28
sky130_fd_sc_hd__dfrtp_1: 3
sky130_fd_sc_hd__dfstp_2: 12
sky130_fd_sc_hd__inv_1: 8
sky130_fd_sc_hd__mux2_2: 2
sky130_fd_sc_hd__nand2_1: 14
sky130_fd_sc_hd__nand2b_1: 16
sky130_fd_sc_hd__nand3_1: 2
sky130_fd_sc_hd__nand3b_1: 4
sky130_fd_sc_hd__nor2_1: 13
sky130_fd_sc_hd__nor2b_1: 2
sky130_fd_sc_hd__nor3_1: 13
sky130_fd_sc_hd__nor3_4: 2
sky130_fd_sc_hd__o2111ai_1: 2
sky130_fd_sc_hd__o21ai_0: 9
sky130_fd_sc_hd__o22ai_1: 2
sky130_fd_sc_hd__o31ai_1: 3
sky130_fd_sc_hd__or3_1: 2
sky130_fd_sc_hd__xnor2_1: 2
cell type report:
class	count	area [sq um]
Multi-Input combinational cell	132	819.5
Clock inverter	1	5.005
Tap cell	96	120.1
Timing Repair Buffer	28	280.3
Inverter	9	33.78
Sequential cell	15	390.4
Clock buffer	3	41.29
Fill cell	747	5216
how the worst max path moves through the flow:
| stage | start | endpoint | slack (ns) | cells after the start |
|---|---|---|---|---|
| CTS | digitL[2] | seg[4] | 1.27 | 6 |
| global route | digitL[2] | seg[4] | 1.12 | 6 |
| finish | digitL[2] | seg[4] | 1.25 | 6 |
registers in the layout, summed over array words and instances (netlist names):
name	flops
an	4
state	4
seg	7
metal layers:
metal | vias up | part of all wire, %
met2 | 42 | 42
met4 | 0 | 2.3
met5 | - | 0
li1 | 645 | -
met1 | 544 | 46
met3 | 9 | 9.1
where the power goes:
part / switching (uW) / internal (uW)
clock network: 54.8 / 76.5
logic: 45.0 / 36.8
registers: 0 / 169
Power is estimated from default activity; no workload was simulated.
